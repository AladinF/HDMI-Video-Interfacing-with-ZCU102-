==> flow/design.v <==
`timescale 1ns / 1ps
module imageTest#(
           	parameter width = 640/2,  
            parameter height = 480,
			parameter hMaxCount = 640/2 + 16 + 96 + 48,
			parameter vMaxCount = 480 + 10 + 2 + 33,
            localparam c_frame = hMaxCount * vMaxCount/2 - 1
            )(
            input                         clk24,
			input                         rst_n,
			output [18:0]	addr_mem0,
			output reg[47:0]	dout,
			output reg 		we
			);
    reg [18:0] address_mem0;
    reg [31:0]	counter;
    reg step;
    reg [7:0] red0, green0, blue0,red1, green1, blue1;
    reg [7:0] u0,y0,v0,y1, c, d, e;
    reg [31:0] hor, ver, pix;
    integer i,j;
    reg 		we_t;
    assign addr_mem0 = address_mem0;
    initial begin 
        address_mem0 <= 0;
        step <= 0;
        pix <= 0;
        hor <= 0;
        ver <= 0;
    end
    always @ (posedge clk24 or negedge rst_n) begin                                        
        if(~rst_n) begin
            counter <= 0;
        end 
        else begin
            if (counter == c_frame) begin
                counter <= 0;
            end 
            else begin
                counter <= counter + 1;
            end
        end
    end
     always @(posedge clk24 or negedge rst_n) begin : proc_address_mem1                                   
        if(~rst_n) begin
            address_mem0 <= 0;
        end 
        else begin
            if (counter == c_frame) begin 
                address_mem0 <= 0;
            end 
            else begin
                if(step == 1) begin
                    address_mem0 <= address_mem0 + 1;
                end                                  
            end
        end
    end
    always @(posedge clk24 or negedge rst_n) begin : proc_hor_ver                                   
        if(~rst_n) begin
            hor <= 0;
            ver <= 0;
        end 
        else begin
            if (counter == c_frame) begin
                hor <= 0;
                ver <= 0;
            end 
            else begin
                    if (hor == hMaxCount - 1) begin
                        hor <= 0;
                        ver <= ver + 1;
                    end 
                    else begin
                        hor <= hor + 1;
                        if (hor > width/2) begin 
                            dout <= {8'd0,8'd0,8'd255,8'd0,8'd0,8'd255};
                        end
                        else begin 
                            dout <= {8'd255,8'd255,8'd255,8'd255,8'd255,8'd255};
                        end
                    end
            end
        end
    end
    always @(posedge clk24 or negedge rst_n) begin : proc_we                                             
        if(~rst_n) begin
            we <= 0;
            we_t <= 0;
        end 
        else begin
            we <= we_t;
            if (hor < width && ver < height) begin
                we_t <= 1'b1;
            end 
            else begin
                we_t <= 1'b0;
            end
        end
    end
endmodule
==> flow/run.sh <==
#!/bin/bash
# OpenROAD 26Q1-2900-gdf79404cd8, Yosys 0.63+post, stock flow scripts
make -C /OpenROAD-flow-scripts/flow DESIGN_CONFIG=/design/flow/config.mk WORK_HOME=/design/flow/orfs finish
==> flow/config.mk <==
export PLATFORM = sky130hd
export DESIGN_NAME = imageTest
export DESIGN_NICKNAME = imageTest
export VERILOG_FILES = /design/flow/design.v
export SDC_FILE = /design/flow/constraint.sdc
export NUM_CORES = 4
export LEC_CHECK = 1
export CORE_UTILIZATION = 30
==> flow/constraint.sdc <==
current_design imageTest

set clk_period 4.1
set clk_io_pct 0.2

create_clock -name clk0 -period $clk_period [get_ports {clk24}]

set non_clock_inputs [all_inputs -no_clocks]
set_input_delay [expr $clk_period * $clk_io_pct] -clock clk0 $non_clock_inputs
set_output_delay [expr $clk_period * $clk_io_pct] -clock clk0 [all_outputs]
==> impl_metrics.py <==
# Flow results
metrics = {
    "place": {
        "post-place-ws_ps": 1320,
        "gp_congestion": 0.824,
        "hpwl_microns": 6970,
        "port_buffers": 34,
        "dp.cells": 811,
    },
    "critical_path": {
        "cp_max_fo": 14,
        "cp-startpoint": "hor[22]",
        "reg2reg_slack_ps": 1270,
        "arrival_ps": 3110,
        "crit_path_end_kind": "register",
        "reg2reg_depth": 5,
        "r2r-start": "hor[22]",
        "crit_top_cell": "or4_1",
        "required_ps": 4380,
        "crit_chain": "nor4_1 -> nand2_1 -> or4_1 -> or4_1 -> a21oi_1",
        "reg2reg_to": "ver[27]",
        "crit_end": "ver[27]",
        "max_stage_delay_ps": 730,
        "critPathKind": "register to register",
        "crit_path_start_kind": "register",
        "cp_slowest_cell": "or4_1",
    },
    "hold_path": {
        "hold_class": "register to register",
    },
    "synthesis": {
        "ff_type": "dfrtp_1",
        "synth_warnings": 1,
        "synth.cell_area_sq_um": 5540,
        "yosysMostFrequentCell": "dfrtp_1",
        "syn_avg_cell_area_sq_um": 9.26,
        "netlist_top_cells_count": "dfrtp_1 (98), nor2_1 (70), buf_4 (66)",
        "yosys-top-cells-area": "dfrtp_1 (44%), buf_4 (8.9%), xnor2_1 (7.4%), xor2_1 (5.1%), nor2_1 (4.7%)",
        "postSynthSeqShare_pct": 44.8,
        "ys_types": 36,
        "ys_area_sq_um": 5540,
        "yosys.area.top_type_share_pct": 44.3,
        "synthCells": 598,
        "synthArstFlopShare_pct": 99.0,
        "synth_flop_count": 99,
        "ys_cells": 598,
        "edf_count": 1,
        "top_area_cell": "dfrtp_1",
    },
    "cells_and_area": {
        "nFillCells": 1852,
        "drive_gt1_share_pct": 6.02,
        "final-instance-count-excl-fill": 827,
        "final_util_pct": 33.9,
        "area_growth_pct": 10.3,
    },
    "cts": {
        "cts_buffers": 9,
        "cts_tree": "yes",
        "root_buffer": "clkbuf_16",
        "cts_resized": 0,
        "cts_setup_buffers": 0,
        "cts_buffer_depth": 2,
        "clk_latency_ps": 350,
        "cts_hold_buffers": 0,
        "clk_pin_slew_ps": 70,
        "clock_sinks": 99,
        "h-tree-depth": 3,
    },
    "die": {
        "fp.dieH_microns": 138,
        "core_area_sq_um": 18000,
        "floorplan.core_util_pct": 30.7,
        "die_x_microns": 138,
        "ios": 70,
        "die_area_sq_um": 19000,
        "row_count": 49,
    },
    "global_routing": {
        "grt_pass1_wl_microns": 18100,
        "grt_start_max_net_pins": 55,
        "grt_use_met1_pct": 18.6,
        "track_usage_pct": 12.1,
        "use_met3_pct": 2.01,
        "busiest_layer": "met2",
        "antenna_found_initial": 0,
        "grtUsageMet2_pct": 18.8,
        "grt_pass1_vias": 3651,
        "grt_overflow": 0,
    },
    "run": {
        "maxCapViolCount": 0,
        "warnings": 26,
    },
    "run_status": {
        "outcome": "completed",
    },
    "drt": {
        "drc_errors": 0,
        "dr.pass1.iters": 4,
        "ant_nets": 0,
        "num_vias": 3899,
        "wirelength_microns": 10500,
        "drt_iter0_markers": 219,
        "routed_via_density": 4.71,
        "routedWlPerCell_microns": 12.7,
        "num_antenna_cells": 0,
    },
    "final_timing": {
        "layout_setup_ws_ps": 1270,
        "tightest_slew_ps": 704,
        "period_minus_slack_ps": 2830,
        "rsz0062_at_grt": "false",
        "finalMaxSlewViolations": 0,
        "finalClockSkew_ps": 8.81,
        "setup-violations-final": 0,
        "clock.fmax_mhz": 353,
        "finalCritPeriodShare_pct": 69.1,
        "tns_ps": 0,
        "final-hold-violation-count": 0,
        "slew_headroom_pct": 52.6,
    },
    "pwr": {
        "p_leak_nw": 2.59,
        "powerDensity_nw_per_um2": 321,
        "sw_frac_of_total_pct": 20.3,
        "vdd_drop_max_v": 0.000374,
        "clockPowerShare_pct": 48.3,
        "combPwrFrac_pct": 1.8,
        "switchingPower_w": 0.000399,
        "pwr-share-seq_pct": 49.8,
        "intPower_w": 0.00156,
    },
}
-- area by class of cell --
cell class | instances | area [sq um] | area share [%]
repair buffers | 42 | 398 | 6.51
clock inverters | 5 | 82.6 | 1.35
inverters | 11 | 41.3 | 0.676
clock buffers | 11 | 253 | 4.14
multi-input cells | 430 | 2570 | 42.0
flip-flops and latches | 99 | 2480 | 40.6
well taps | 229 | 287 | 4.69
-- cells by family after synthesis --
logic type	synth area share, %
xor+xnor	12.5
buf+inv	11.4
flops	44.8
simple gates	27.2
compound gates	2.82
other cells	0.136
mux	0.203
fa+ha+maj	0.904
-- flip-flops by register name (all words and copies together), names as in the netlist --
signal	cells
dout	1
hor	32
counter	32
we_t	1
ver	32
we	1
-- worst min-delay path by stage --
stage                 start  to  slack, ps  cells after the start
after global routing   we_t  we        370                      0
after CTS              we_t  we        350                      0
final                  we_t  we        350                      0
-- critical path, delay by kind of cell, from the launching register on --
kind,cells,cell delay (ps)
DFF,1,440
and+or+nand+nor,4,2170
AOI/OAI and AO/OA,1,150
-- per-stage QoR --
stage	cell area, sq um	hold WS, ps	power (W)
after floorplan	5660	331	0.00103
after global placement	5770	333	0.00104
after detailed placement	5770	335	0.00104
after CTS	6110	350	0.00200
after global routing	6110	365	0.00204
final	6110	347	0.00196
-- placed cells by master, fill, tap and decap left out, drive strengths merged --
cell,count
a211oi,1
a21oi,12
and2,4
and3,12
and4,11
and4b,1
buf,9
bufinv,2
clkbuf,11
clkdlybuf4s50,33
clkinv,1
conb,35
dfrtp,98
edfxtp,1
ha,4
inv,13
mux2,1
nand2,36
nand3,35
nand4,30
nor2,70
nor2b,4
nor3,17
nor4,35
nor4b,2
o21ai,9
o21bai,1
o22ai,1
o31ai,4
or2,3
or3,12
or3b,1
or4,10
xnor2,47
xor2,32
-- power groups by stage --
stage	sequential, W	clock, W	combinational, W
after CTS	0.000977	0.000980	0.0000390
after global routing	0.000977	0.00101	0.0000456
final	0.000978	0.000948	0.0000360
-- layer usage --
layer	share of wire, %	vias to the layer above	wire length (microns)
li1	-	1960	-
met1	50	1862	5270
met2	45	65	4730
met3	3.2	12	337
met4	1.7	0	184
met5	0	-	0
Power and IR drop assume default switching activity.
