`constraint.sdc`:
```
current_design OV7670_config

set clk_period 7.8
set clk_io_pct 0.2

create_clock -name clk0 -period $clk_period [get_ports {clk}]

set non_clock_inputs [all_inputs -no_clocks]
set_input_delay [expr $clk_period * $clk_io_pct] -clock clk0 $non_clock_inputs
set_output_delay [expr $clk_period * $clk_io_pct] -clock clk0 [all_outputs]
```
`run.sh`:
```
#!/bin/bash
# OpenROAD 26Q1-2900-gdf79404cd8, Yosys 0.63+post, stock flow scripts
make -C /OpenROAD-flow-scripts/flow DESIGN_CONFIG=/design/flow/config.mk WORK_HOME=/design/flow/orfs finish
```
`config.mk`:
```
export PLATFORM = sky130hd
export DESIGN_NAME = OV7670_config
export DESIGN_NICKNAME = OV7670_config
export VERILOG_FILES = /design/flow/design.v
export SDC_FILE = /design/flow/constraint.sdc
export NUM_CORES = 4
export LEC_CHECK = 1
export CORE_UTILIZATION = 30
```
`design.v`:
```
`timescale 1ns / 1ps
module OV7670_config #(
	parameter CLK_FREQ = 25000000
	)(
	input clk,     
	input clk_en,  
	input rst_n,   
	input SCCB_interface_ready,
	input [15:0] rom_data,
	input start,
	output reg [7:0] rom_addr,
	output reg done,
	output reg [7:0] SCCB_interface_addr,
	output reg [7:0] SCCB_interface_data,
	output reg SCCB_interface_start
);
    localparam IDLE ='b00;
    localparam SEND_CMD ='b01;
    localparam DONE ='b10;
    localparam TIMER ='b11;
	reg [1:0] state;
	reg [1:0] return_state;
	reg [31:0] timert;
	always @(posedge clk or negedge rst_n) begin : proc_state
		if(~rst_n) begin
			state <= IDLE;
		end 
		else if(clk_en) begin
			case (state)
				IDLE:   
				    begin
                       state <= start ? SEND_CMD : IDLE;
                    end
				SEND_CMD: 
				    begin
					    case (rom_data)
                            16'hFFFF: 
                                begin
                                    state <= DONE;
                                end
                            16'hFFF0: 
                                begin
                                    state <= TIMER;
                                end
                            default: 
                                begin
                                    if (SCCB_interface_ready) begin
                                        state <= TIMER;
                                    end
                                end 
					    endcase
				    end
				DONE: 
                    begin
                        state <= IDLE;
                    end
				TIMER: 
                    begin
                        state <= (timert == 0) ? return_state : TIMER;
                    end
				default : 
                    begin
                    end
			endcase
		end
	end
	always @(posedge clk or negedge rst_n) begin : proc_return_state
		if(~rst_n) begin
			return_state <= IDLE;
		end 
		else if(clk_en) begin
			case (state)
				IDLE: 
                    begin
                    end
				SEND_CMD: 
                    begin
                        case (rom_data)
                            16'hFFFF: 
                                begin
                                end
                            16'hFFF0: 
                                begin
                                    return_state <= SEND_CMD;
                                end
                            default: 
                                begin
                                    if (SCCB_interface_ready) begin
                                        return_state <= SEND_CMD;
                                    end
                                end 
                        endcase
                    end
				DONE: 
                    begin
                    end
				TIMER: 
                    begin
                    end
				default : 
                    begin
                    end
			endcase
		end
	end
	always @(posedge clk or negedge rst_n) begin : proc_rom_addr
		if(~rst_n) begin
			rom_addr <= 0;
		end 
		else if(clk_en) begin
			case (state)
				IDLE: 
                    begin
                        rom_addr <= 0;
                    end
				SEND_CMD: 
                    begin
                        case (rom_data)
                            16'hFFFF: 
                                begin
                                end
                            16'hFFF0: 
                                begin
                                    rom_addr <= rom_addr + 1;
                                end
                            default: 
                                begin
                                    if (SCCB_interface_ready) begin
                                        rom_addr <= rom_addr + 1;
                                    end
                                end 
                        endcase
                    end
				DONE: 
                    begin
                    end
				TIMER: 
                    begin
                    end
				default: 
                    begin
                    end
			endcase
		end
	end
	always @(posedge clk or negedge rst_n) begin : proc_done
		if(~rst_n) begin
			done <= 0;
		end 
		else if(clk_en) begin
			case (state)
				IDLE: 
                    begin
                        done <= start ? 0 : done;
                    end
				SEND_CMD: 
                    begin
                    end
				DONE: 
                    begin
                        done <= 1;
                    end
				TIMER: 
                    begin
                    end
				default : 
                    begin
                    end
			endcase
		end
	end
	always @(posedge clk or negedge rst_n) begin : proc_SCCB_interface_addr
		if(~rst_n) begin
			SCCB_interface_addr <= 0;
		end 
		else if(clk_en) begin
			case (state)
				IDLE: 
                    begin
                    end
				SEND_CMD: 
                    begin
                        case (rom_data)
                            16'hFFFF: 
                                begin
                                end
                            16'hFFF0: 
                                begin
                                end
                            default: 
                                begin
                                    if (SCCB_interface_ready) begin
                                        SCCB_interface_addr <= rom_data[15:8];
                                    end
                                end 
                        endcase
                    end
				DONE: 
                    begin
                    end
				TIMER: 
                    begin
                    end
				default : 
                    begin
                    end
			endcase
		end
	end
	always @(posedge clk or negedge rst_n) begin : proc_SCCB_interface_data
		if(~rst_n) begin
			SCCB_interface_data <= 0;
		end 
		else if(clk_en) begin
			case (state)
				IDLE: 
                    begin
                    end
				SEND_CMD: 
                    begin
                        case (rom_data)
                            16'hFFFF: 
                                begin
                                end
                            16'hFFF0: 
                                begin
                                end
                            default: 
                                begin
                                    if (SCCB_interface_ready) begin
                                        SCCB_interface_data <= rom_data[7:0];
                                    end
                                end 
                        endcase
                    end
				DONE: 
                    begin
                    end
				TIMER: 
                    begin
                    end
				default : 
                    begin
                    end
			endcase
		end
	end
	always @(posedge clk or negedge rst_n) begin : proc_SCCB_interface_start
		if(~rst_n) begin
			SCCB_interface_start <= 0;
		end 
		else if(clk_en) begin
			case (state)
				IDLE: 
                    begin
                    end
				SEND_CMD: 
                    begin
                        case (rom_data)
                            16'hFFFF: 
                                begin
                                end
                            16'hFFF0:
                                begin
                                end
                            default: 
                                begin
                                    if (SCCB_interface_ready) begin
                                        SCCB_interface_start <= 1;
                                    end
                                end 
                        endcase
                    end
				DONE: 
                    begin
                    end
				TIMER: 
                    begin
                        SCCB_interface_start <= 0;
                    end
				default : 
                    begin
                    end
			endcase
		end
	end
	always @(posedge clk or negedge rst_n) begin : proc_timert
		if(~rst_n) begin
			timert <= 0;
		end 
		else if(clk_en) begin
			case (state)
				IDLE: 
                    begin
                    end
				SEND_CMD: 
                    begin
                        case (rom_data)
                            16'hFFFF: 
                                begin
                                end
                            16'hFFF0: 
                                begin
                                    timert <= (CLK_FREQ/100);
                                end
                            default: 
                                begin
                                    if (SCCB_interface_ready) begin
                                        timert <= 0;
                                    end
                                end 
                        endcase
                    end
				DONE: 
                    begin
                    end
				TIMER: 
                    begin
                        timert <= (timert == 0) ? 0 : timert - 1;
                    end
				default : 
                    begin
                    end
			endcase
		end
	end
endmodule : OV7670_config
```
==> notes.md <==
The following summarizes the physical implementation.

Status
The run finished with clean final reports.

Logic synthesis
The cell count after synthesis is 341. The synth_stat.txt file lists the number of cells as 341. Per the synth stats, the proportion of register bits with asynchronous set or reset is 1.00.

The biggest area contributor in the post-synthesis netlist is sky130_fd_sc_hd__dfrtp_1. The chip area in the Yosys report is 3350 um^2. For this run, the register share of the synthesized area comes to 0.456. The number of enable flip-flop cells is 0. For reference, the top cells by area after synthesis are sky130_fd_sc_hd__dfrtp_1 46%, sky130_fd_sc_hd__a21oi_1 5.7%, sky130_fd_sc_hd__mux2_2 5.4%.

The number of warnings reported in the yosys synthesis log is 1. The area share of the largest cell type after synthesis is 0.456. After synthesis, the netlist uses 55 different library cells.

Per the post-synthesis stats, the area per cell is 9.82 um^2. Per the synth stats, the flop cell with the highest instance count is sky130_fd_sc_hd__dfrtp_1. The cell area after technology mapping is 3350 um^2.

After synthesis the netlist holds a flip-flop and latch count of 61.

Clocking
The root buffer cell chosen for the clock tree is sky130_fd_sc_hd__clkbuf_8. The register clock-pin slew on the reported worst setup and hold paths is 0.07 ns. The clock tree from TritonCTS is built. The report lists the number of cells resized after CTS as 0.

The number of clock sinks came to 61. The number of buffers inserted for hold repair after clock tree synthesis is 0. The insertion delay at the late pin of the worst-skew pair is 0.34 ns. The maximum count of clock buffers along a single path is 2. The H-tree was split into 3 levels.

Clock tree synthesis inserted a total of 9 buffers. The post-CTS repair timing setup buffer count is 0.

Detailed routing
For this run, the script counts the antenna cells in the layout as 0. In the routed design, unresolved DRC markers number 0. The number of vias per cell is 5.44.

The starting DRC count in detailed routing is 157. For this block, the via count after detailed routing is 2906. The average detailed-routed wire length per instance is 15.2 um.

The detail route stage leaves a number of antenna-violating nets equal to 0. The iteration count of the initial detailed-routing pass is 4. The wire length after detailed routing is 8120 um.

Floorplan
The floorplan step records an initial core utilization of 0.309. From left edge to right edge, the die measures 108 um. The standard-cell row count is 38. The die covers 11600 um^2. 47 I/O pins were placed.

The core area is 10800 um^2. According to the floorplan report, the die height is 108 um.

Critical path
The report lists the cells along the critical path as clkdlybuf4s50_1 -> or4_4 -> o41a_1 -> or3_1 -> a21oi_4 -> a21oi_1. STA lists the startpoint of the worst register-to-register path as timert[1]$_DFFE_PN0P_. The required time at the worst endpoint is listed as 7.99 ns. The reg-to-reg endpoint is timert[18]$_DFFE_PN0P_.

The OpenROAD report gives the critical path a data arrival time of 4.09 ns. The minimum setup slack among reg-to-reg paths is 4.91 ns. The critical path is of the in -> reg type. The highest fanout seen on the critical path is 17. STA classifies the critical path startpoint as an input pin. The length in cells of the worst reg-to-reg path is 7. The critical path endpoint category is a flop. The timing report gives the biggest stage delay along the critical path as 0.61 ns. The largest individual stage delay along the critical path comes from the cell sky130_fd_sc_hd__or4_4.

Placement
The buffer_ports step reported a buffer count of 46. Per the post-place timing report, worst setup slack is 3.55 ns. The global placement routability congestion is 0.842. The wire-length estimate of the detail-placed layout is 5580 um. The cell area reported after detailed placement is 3950 um^2.

Power and ir drop
The static leakage is 1.60 nW. For this design the total switching power over the nets is 0.542 mW. The share of total power dissipated in the clock network is 0.173.

For this design the ratio of total power to cell area is 341 nW/um^2. The power report attributes to the sequential group a share of 0.398. The worst voltage drop across the vdd grid is 0.125 mV. The switching power as a share of total power is 0.386. The share of total power in combinational logic is 0.428.

The cell internal power dissipation is 0.860 mW.

STA
Looking at the max-slew report, the worst-margin pin has a slew of 0.703 ns. The highest clock frequency the design can meet is 256 MHz. The time the worst path needs with I/O delays and setup is 3.90 ns. The total count of hold-check failures in the final report is 0. The worst-case headroom to the max-slew limit is 0.531. The maximum clock skew at final layout is 0.0116 ns.

Setup repair after global routing left no endpoint under its margin. The worst path meets setup with 3.90 ns of slack. The setup violation total in the final timing report is 0. Of the available clock period, the critical path in the final layout requires 0.500.

The final layout reports a setup TNS of 0 ns. Counting pins that exceed their max-slew limit in the final report gives 0.

Worst hold path
The end point of the most critical hold path is return_state[0]$_DFFE_PN0P_. STA reports the tightest min-delay check as being of type reg -> reg. The launch point of the worst min-delay path is recorded as return_state[0]$_DFFE_PN0P_.

In the hold timing report, the worst path depth is 1.

Finish
The filler cell count in the final layout is 1050. Summing all non-filler instances in the final layout gives an area of 4110 um^2. Counting only logic cells after layout, the most numerous master is sky130_fd_sc_hd__dfrtp_1.

The flow measured a signed area growth from synthesis to layout of 22.8%. Leaving out fill and tap cells, the most frequent cells in the layout are 61 x sky130_fd_sc_hd__dfrtp_1, 45 x sky130_fd_sc_hd__clkdlybuf4s50_1, 38 x sky130_fd_sc_hd__a21oi_1. The layout summary lists the proportion of cells stronger than drive strength 1 as 0.122.

Global routing
The number of antenna violations at the first check in global routing was 0. The via count of the first global-routing pass came to 2829. Total global-route track usage over all layers is 0.155. met1 is the most crowded layer. The met3 usage in global routing is 0.0333.

The routing usage on met2 is 0.234. Entering global routing, the biggest net connects 33 pins. The met1 global-route usage is 0.244. Per the GRT congestion report, total overflow comes to 0. The first-pass GRT wire length is 14000 um.

Flow run
In this run the maximum-capacitance check reported violations numbering 0. OpenROAD emitted warnings numbering 26.
-- power by group through the flow --
stage                 sequential (mW)  combinational (mW)  clock (mW)
final                           0.558               0.601       0.243
after global routing            0.579               0.671       0.266
after CTS                       0.557               0.602       0.254
-- stage by stage --
| stage | utilization | cells | hold WS [ns] | power (mW) |
|---|---|---|---|---|
| after global placement | 0.364 | 519 | 0.441 | 1.15 |
| after floorplan | - | 341 | 0.428 | 0.902 |
| after global routing | 0.379 | 534 | 0.493 | 1.52 |
| after detailed placement | 0.364 | 519 | 0.445 | 1.16 |
| after CTS | 0.379 | 534 | 0.466 | 1.41 |
| final | 0.379 | 534 | 0.468 | 1.40 |
-- layout make-up --
cell class | instances | area (um^2) | share of cell area
well taps | 140 | 175 | 0.0426
inverters | 9 | 33.8 | 0.00822
repair buffers | 51 | 493 | 0.120
clock inverters | 4 | 25.0 | 0.00609
multi-input cells | 258 | 1720 | 0.418
clock buffers | 11 | 141 | 0.0344
flip-flops and latches | 61 | 1530 | 0.371
-- cells in the mapped netlist, drive strengths merged, types with 2 or more instances --
library cell	n
or3	13
or4b	2
nand3	6
o32a	2
o41ai	5
inv	9
a2bb2oi	2
nand2	27
and2	2
nand3b	4
a31oi	10
nor2	13
o211ai	4
nor3b	2
a22o	4
dfrtp	61
nand4	13
or4	14
a211o	2
nor2b	3
a31o	4
o22a	3
o21ai	16
o31ai	11
a21oi	39
ha	3
nor3	13
nand2b	3
buf	6
nand4b	2
clkbuf	7
mux2	16
and3	2
nor4	7
-- sequential cells by signal (all words and copies together) (netlist names) --
| name | flops |
|---|---|
| SCCB_interface_addr | 8 |
| SCCB_interface_data | 8 |
| SCCB_interface_start | 1 |
| done | 1 |
| return_state | 1 |
| rom_addr | 8 |
| state | 2 |
| timert | 32 |
-- metal layers --
| layer | wire [um] | vias up |
|---|---|---|
| met1 | 4020 | 1408 |
| met4 | 82 | 0 |
| met5 | 0 | - |
| met3 | 310 | 7 |
| li1 | - | 1437 |
| met2 | 3710 | 54 |
-- worst max-delay path, delay by kind of cell --
family	cells	cell delay [ns]
AOI/OAI and AO/OA	3	1.09
buffers and inverters	1	0.44
and+or+nand+nor	2	0.99
-- worst max-delay path by stage --
stage,startpoint,slack [ns],end
4_1_cts,rom_data[0],3.92,timert[31]$_DFFE_PN0P_
5_1_grt,rom_data[11],3.79,timert[26]$_DFFE_PN0P_
6_report,rom_data[0],3.90,timert[31]$_DFFE_PN0P_
-- cell families after synthesis --
group / synth area share
AOI/OAI and AO/OA: 0.226
adders and majority gates: 0.0112
DFF: 0.456
buffers and inverters: 0.0314
and+or+nand+nor: 0.222
muxes: 0.0538
Power and IR drop assume default switching activity.
